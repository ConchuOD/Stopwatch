`flow/design.v`:
```
module counter16 (
    input clock, reset,
    input pulse,
    output [15:0] countOut
    );
reg [15:0] counter;
reg [15:0] nextcount;
always @ (posedge clock or posedge reset)
begin
if (reset) counter <= 16'd0;
else counter <= nextcount;
end
always @ (*)
begin
if(pulse) nextcount = nextcount + 16'd1;
else nextcount = nextcount;
end
assign countOut = counter;
endmodule
```
`flow/run.sh`:
```
#!/bin/bash
# OpenROAD 26Q1-2900-gdf79404cd8, Yosys 0.63+post, stock flow scripts
make -C /OpenROAD-flow-scripts/flow DESIGN_CONFIG=/design/flow/config.mk WORK_HOME=/design/flow/orfs finish
```
`flow/config.mk`:
```
export PLATFORM = sky130hd
export DESIGN_NAME = counter16
export DESIGN_NICKNAME = counter16
export VERILOG_FILES = /design/flow/design.v
export SDC_FILE = /design/flow/constraint.sdc
export NUM_CORES = 4
export LEC_CHECK = 1
export CORE_AREA = 10 10 93 93
export DIE_AREA = 0 0 103 103
```
`flow/constraint.sdc`:
```
current_design counter16

set clk_period 1.0
set clk_io_pct 0.2

create_clock -name clk0 -period $clk_period [get_ports {clock}]

set non_clock_inputs [all_inputs -no_clocks]
set_input_delay [expr $clk_period * $clk_io_pct] -clock clk0 $non_clock_inputs
set_output_delay [expr $clk_period * $clk_io_pct] -clock clk0 [all_outputs]
```
==> results_tabular.tex <==
% Yosys + OpenROAD metrics
\begin{tabular}{lr}
\hline
Metric & Value \\
\hline
\multicolumn{2}{l}{\textbf{Outcome}} \\
\quad Status & finished clean \\
\multicolumn{2}{l}{\textbf{Final layout}} \\
\quad Comb. cell area & 290 um\^{}2 \\
\quad Sequential Area & 641 um\^{}2 \\
\quad Number of non-filler instances in the completed layout & 177 \\
\quad Ratio of cells with drive above 1 in the final layout & 0.268 \\
\quad Area growth from synthesis to final layout & 29.1\% \\
\quad Post-route cell area & between 1000 and 1500 um\^{}2 \\
\quad Fillers & 740 \\
\multicolumn{2}{l}{\textbf{Timing}} \\
\quad Relative slew margins & 0.673 \\
\quad RSZ-0062 raised after global routing & false \\
\quad Hold slack final & 263 ps \\
\quad Register pins left without a clock & 16 \\
\quad Setup violations, final & 0 \\
\quad Setup TNS & 0 ps \\
\quad Number of max-slew violations in the final report & 0 \\
\quad Period utilization & 0.924 \\
\quad Final Hold Violation Tally & 0 \\
\quad Final critical-path required period & roughly 900 ps \\
\quad Max Clock Freq & 1.08 GHz \\
\quad Actual transition at the worst max-transition pin & between 400 and 500 ps \\
\quad Count of endpoints without a timing constraint & 32 \\
\multicolumn{2}{l}{\textbf{Synth}} \\
\quad Distinct lib cells & 13 \\
\quad Post-synthesis cell count from yosys & about 74 \\
\quad Count of warnings emitted by yosys & 17 \\
\quad Yosys-reported design area after synthesis & approximately 950 um\^{}2 \\
\quad Synthesized instance count & 74 \\
\quad Area fraction of the dominant cell type after synthesis & 0.423 \\
\quad Largest cells by area after synthesis & sky130\_fd\_sc\_hd\_\_dfrtp\_1 42\%, sky130\_fd\_sc\_hd\_\_dlxtp\_1 25\%, sky130\_fd\_sc\_hd\_\_xor2\_1 9.3\% \\
\quad Cell type contributing the most total cell area after synthesis & sky130\_fd\_sc\_hd\_\_dfrtp\_1 \\
\quad Synth flops & 32 \\
\quad Average footprint of a synthesized cell & 12.8 um\^{}2 \\
\quad Post-synthesis cell area & 946 um\^{}2 \\
\multicolumn{2}{l}{\textbf{Worst setup path}} \\
\quad Largest delay share family, worst path & flip-flops \\
\quad Max FO, Critical Path & 1 \\
\quad Slowest CP cell & sky130\_fd\_sc\_hd\_\_dfrtp\_1 \\
\quad Kind of critical path & flip-flop to primary output \\
\quad Max incr delay on CP & roughly 370 ps \\
\quad Data required time of the worst path & $\sim$800 ps \\
\quad Arrival @ worst endpoint & 720 ps \\
\quad Count of buffering cells on the critical path with inverters included & 1 \\
\quad Kind of end point of the critical path & primary output \\
\quad Cell-by-cell trace of the critical path & buf\_2 \\
\quad Sort of element at the start of the critical path & flip-flop \\
\multicolumn{2}{l}{\textbf{CTS}} \\
\quad Clock buffer depth & 2 \\
\quad Number of buffers inserted to repair setup after CTS & 0 \\
\quad TritonCTS clock tree & done \\
\quad Number of buffers created by CTS & 3 \\
\quad Clock-pin slew of the registers on the worst-case setup and hold paths & 70 ps \\
\quad Clock root buffer & sky130\_fd\_sc\_hd\_\_clkbuf\_8 \\
\quad Htree depth & 1 \\
\multicolumn{2}{l}{\textbf{Job}} \\
\quad Maxcap violations & 0 \\
\quad Tool warning count & 25 \\
\multicolumn{2}{l}{\textbf{Routing}} \\
\quad Antenna viol nets, final & 0 \\
\quad Drt drc & 0 \\
\quad Average wire length per cell after detail routing & 10.0 um \\
\quad Mean number of vias per cell & between 3 and 4 \\
\quad Initial DRT Pass Iterations & 2 \\
\quad Inserted Diodes & 0 \\
\quad Via count & 560 \\
\quad Number of DRC markers in iteration 0 & 8 \\
\quad DRT Wirelength & around 1800 um \\
\multicolumn{2}{l}{\textbf{Floorplanning}} \\
\quad Number of standard-cell rows in the floorplan & 30 \\
\quad Area of the die & 10600 um\^{}2 \\
\quad Vertical die size & a little over 100 um \\
\quad Core Footprint & 6760 um\^{}2 \\
\quad Die x size & 103 um \\
\quad Initial Util & 0.140 \\
\quad I/O pin count & 19 \\
\multicolumn{2}{l}{\textbf{Place}} \\
\quad DP HPWL & 1330 um \\
\quad Cell total after placement & between 150 and 200 \\
\quad Number of port buffers & 18 \\
\quad Post-Place Cell Area & 1250 um\^{}2 \\
\quad RD Place Congestion & 0.718 \\
\multicolumn{2}{l}{\textbf{Global route}} \\
\quad Initial antenna violation count & 0 \\
\quad Remaining global-route overflow & 0 \\
\quad Vias in the first global route & 586 \\
\quad Global-route wire length before repair & between 2000 and 3000 um \\
\quad Overall global routing resource usage & 0.0336 \\
\quad Pin count of the biggest net entering global routing & 17 \\
\multicolumn{2}{l}{\textbf{Power}} \\
\quad Worst ir drop on vdd & 0.202 mV \\
\quad Final Total Pwr & around 1.3 mW \\
\quad Ratio of total power to cell area & 1060 nW/um\^{}2 \\
\quad Static Leak & 0.547 nW \\
\multicolumn{2}{l}{\textbf{Min path}} \\
\quad Worst min-delay path class & primary input to async pin \\
\hline
\end{tabular}
## layer usage
metal | GRT usage | share of wire | vias to the layer above | routed length (um)
li1 | - | - | 290 | -
met1 | 0.0462 | 0.46 | 258 | 810
met2 | 0.0531 | 0.47 | 10 | 836
met3 | 0.00542 | 0.053 | 2 | 94
met4 | 0.0107 | 0.020 | 0 | 35
met5 | 0 | 0 | - | 0
## sequential cells by signal (all words and copies together) (netlist names)
| signal | count |
|---|---|
| counter | 16 |
| nextcount | 16 |
## layout by cell type (no fill, tap or decap), drive strengths merged
master | Yosys | routed
buf | 0 | 6
nand4 | 3 | 3
nand2 | 4 | 4
xnor2 | 4 | 4
nor2 | 3 | 3
nand3 | 5 | 5
clkbuf | 0 | 15
clkdlybuf4s50 | 0 | 2
nor3 | 4 | 4
dfrtp | 16 | 16
inv | 4 | 4
ha | 1 | 1
nor4 | 4 | 4
dlxtp | 16 | 16
xor2 | 10 | 10
## synth_stat cells, drive strengths merged
library cell and n:
dfrtp 16, dlxtp 16, ha 1, inv 4, nand2 4, nand3 5
nand4 3, nor2 3, nor3 4, nor4 4, xnor2 4, xor2 10
## area by class of cell
type,count,area share
timing repair buffer,19,0.0984
sequential,32,0.525
inverter,4,0.0123
multi-input combinational,38,0.238
tap,80,0.0820
clock buffer,4,0.0451
## worst max-delay path by stage
stage / startpoint / to / slack [ps] / depth (start not counted)
after CTS: counter[14]$_DFF_PP0_ / countOut[14] / 0.9 / 1
after global routing: counter[3]$_DFF_PP0_ / countOut[3] / 20 / 1
final: counter[3]$_DFF_PP0_ / countOut[3] / 80 / 1
## stage by stage
step,worst slack (ps),utilization
finish,76.1,0.181
global route,23.1,0.181
CTS,0.856,0.189
detailed placement,18.0,0.184
global placement,7.30,0.184
floorplan,488,-
## power breakdown
| part | switching (mW) | internal, mW | leakage [nW] | total, mW |
|---|---|---|---|---|
| registers | 0 | 0.669 | 0.319 | 0.669 |
| clock network | 0.234 | 0.349 | 0.0288 | 0.583 |
| logic | 0.0227 | 0.0150 | 0.199 | 0.0377 |
## kinds of logic (layout without fill, tap and decap cells)
logic type | count (synthesis) | after routing | share of synthesized area
latches | 16 | 16 | 0.254
AND/OR/NAND/NOR | 23 | 23 | 0.164
XOR/XNOR | 14 | 14 | 0.130
flip-flops | 16 | 16 | 0.423
adder cells (fa/ha/maj) | 1 | 1 | 0.0132
buffers and inverters | 4 | 27 | 0.0159
## timing repair
| action | in CTS | in global routing |
|---|---|---|
| cloned | 0 | 0 |
| endpoints found under the setup margin | 16 | 11 |
| hold buffers | 0 | 0 |
| gates resized | 37 | 11 |
No activity file was given, so power comes from the tool's default toggle rates.
