### flow/config.mk
export PLATFORM = sky130hd
export DESIGN_NAME = pulseGenerator
export DESIGN_NICKNAME = pulseGenerator
export VERILOG_FILES = /design/flow/design.v
export SDC_FILE = /design/flow/constraint.sdc
export NUM_CORES = 4
export LEC_CHECK = 1
export CORE_AREA = 10 10 105 105
export DIE_AREA = 0 0 115 115
### flow/constraint.sdc
current_design pulseGenerator

set clk_period 1.9
set clk_io_pct 0.2

create_clock -name clk0 -period $clk_period [get_ports {clock}]

set non_clock_inputs [all_inputs -no_clocks]
set_input_delay [expr $clk_period * $clk_io_pct] -clock clk0 $non_clock_inputs
set_output_delay [expr $clk_period * $clk_io_pct] -clock clk0 [all_outputs]
### flow/design.v
module pulseGenerator
# ( parameter [19:0] MAXVAL = 19'd500000)
	(
	input clock,
	input reset,
	input run,
	output reg pulse
	);
reg [19:0] count;	
reg [19:0] countNext;
always @ (posedge clock)
begin
count <= countNext;
end
always @ (*)
begin
    if(reset)
    begin 
        countNext = 1'b0;
        pulse = 1'b0;
    end
    else if(run)
    begin
        if (count == MAXVAL)
        begin
            countNext = 19'b0;
            pulse = 1'b1;
        end
        else
        begin
            countNext = count + 1'b1;
            pulse = 1'b0;
        end
    end
    else
    begin
        countNext = count;
        pulse = 1'b0;
    end
end
endmodule
### flow/run.sh
#!/bin/bash
# OpenROAD 26Q1-2900-gdf79404cd8, Yosys 0.63+post, stock flow scripts
make -C /OpenROAD-flow-scripts/flow DESIGN_CONFIG=/design/flow/config.mk WORK_HOME=/design/flow/orfs finish
==> flow report <==
CLOCK TREE
---------------------------------------------------------------------------------
Maximum level of the CTS H-tree                                                 1
TritonCTS Sinks                                                                20
Clock transition at the registers of the reported paths                   0.07 ns
TritonCTS clock tree                                                          yes
Post-CTS Hold Fix Bufs                                                          0
Insertion Delay late pin                                                  0.25 ns
Bufs on Longest Clock Path                                                      2
Number of buffers created by CTS                                                3
Root buffer selected by CTS                                              clkbuf_8

CRITICAL PATH
---------------------------------------------------------------------------------
Arrival time worst endpoint                                               2.01 ns
Startpoint of the lowest-slack register-to-register path                 count[0]
Type of element capturing the critical path                                  flop
Internal reg-to-reg setup slack                                           0.08 ns
Capture point of the critical path                                      count[18]
Category of the critical setup timing path                           flop to flop
Top fanout value on the critical path                                           3
Worst r2r path cells                                                            6
Critical path startpoint                                                 count[0]
End of the worst register-to-register path                              count[18]
Setup crit start kind                                                        flop
Required time of the critical path                                        2.09 ns

POWER AND IR DROP
---------------------------------------------------------------------------------
Power density over the cells                                         496.6 mW/mm2
Leak                                                                 0.0005222 uW
Peak supply drop                                                         367.2 uV
Post-route total power                                                   744.9 uW

FLOORPLANNING
---------------------------------------------------------------------------------
Die extent in y                                                            115 um
I/O pin total                                                                   4
Starting density of the core                                               0.1126
Std-Cell Rows                                                                  34
Area of the placeable core                                           0.008763 mm2
Total die size                                                        0.01323 mm2
Chip Width                                                                 115 um

SYNTHESIS
---------------------------------------------------------------------------------
Cells after Synth                                                             115
Total standard cell area after synthesis                                987.2 um2
Post-synthesis cell type count                                                 29
Flops out of synthesis                                                         20
Synth area leaders                                                   dfxtp_1 (41%), xnor2_1 (9.8%), nor2_1 (7.2%)
Library cell occupying the most area in the post-synthesis netlist        dfxtp_1
Sequential area share after synthesis                                      0.4056
Number of warnings reported in the yosys synthesis log                          1
Number of cells in Yosys stat                                                 115
Post-synthesis average cell area                                        8.584 um2
Yosys stat chip area                                                    987.2 um2
Top cell area share                                                        0.4056

GLOBAL ROUTE
---------------------------------------------------------------------------------
Vias in the first global route                                                807
Overall routing resource usage                                            0.03074
Overflow left after global routing                                              0
Wire length of the first global-routing pass                              3546 um
Initial antenna violation count                                                 0
Largest net degree at the start of global routing                              15

FLOW RUN
---------------------------------------------------------------------------------
Log Warnings                                                                   26
MaxCap Viol Count                                                               0

ROUTING
---------------------------------------------------------------------------------
Drt wl/cell                                                              7.636 um
Initial drt markers                                                            27
Detailed-route wire length                                                1970 um
Vias per cell                                                               3.407
Number of detailed-routing iterations run before antenna repair                 4
Vias                                                                          879
DRC viols                                                                       0
Post-route antenna net violation count                                          0
Number of diodes added for antenna fixing                                       0

TIMING
---------------------------------------------------------------------------------
Maximum achievable frequency                                            549.1 MHz
Setup violators final                                                           0
Final-report max-slew violation count                                           0
Worst clock skew on the final layout                                 0.0007882 ns
Worst-Margin Slew                                                       0.3261 ns
Normalized max-slew margin                                                 0.7806
Unrepaired setup endpoints after global routing                             false
Final min period                                                         1.821 ns
Post-layout period usage of the worst path                                 0.9584
Hold Fails Final Rpt                                                            0

WORST HOLD PATH
---------------------------------------------------------------------------------
Path category of the worst min-delay check                           flop to flop
Min-Delay Path Depth                                                            2

PLACEMENT
---------------------------------------------------------------------------------
RePlAce Congestion                                                         0.7714
Detailed-placement wirelength estimate                                    1499 um
Placed inst area                                                     0.001380 mm2
Port Buffer Count                                                               3

CELLS AND AREA
---------------------------------------------------------------------------------
Commonest non-fill, non-tap cell in the layout                              buf_4
Register with the highest flop count                                        count
Fraction of final layout cells sized beyond drive strength 1               0.3467
Final core occ                                                             0.1712
Number of flip-flops under the largest register name                           20
Largest registers ranked by flip-flop count                            count (20)
Cell area after layout                                               0.001500 mm2
Synth-to-Final Area Change                                                 51.96%
Commonest cells after routing, fill and taps aside                   buf_4 (31), nor2_1 (19), dfxtp_1 (19), xnor2_1 (11)

STATUS
---------------------------------------------------------------------------------
Run status                                                           complete, no violations

==> per-stage QoR <==
step	cells	setup TNS [ns]	setup slack, ns	hold slack, ns
final	258	0	0.07896	0.5056
after global routing	258	0	0.004098	0.5365
after CTS	257	0	0.03239	0.4920
after detailed placement	253	-1.188	-0.3917	0.4819
after global placement	253	-1.024	-0.3320	0.4715
after floorplan	115	0	0.08643	0.4494
==> layout make-up <==
| cell class | count | area, um2 |
|---|---|---|
| Inverter | 7 | 26.28 |
| Multi-Input combinational cell | 84 | 608.1 |
| Sequential cell | 20 | 401.6 |
| Tap cell | 108 | 135.1 |
| Timing Repair Buffer | 36 | 287.8 |
| Fill cell | 974 | 7263 |
| Clock buffer | 3 | 41.29 |
==> worst min-delay path by stage <==
stage | from | to | slack [ns]
CTS | count[18] | count[18] | 0.49
global route | count[18] | count[18] | 0.54
finish | count[18] | count[18] | 0.51
==> synth_stat cells <==
library cell	number
buf_2	1
o21ai_0	1
a21oi_1	3
and3_1	2
nor2_1	19
nand4b_1	1
o31ai_1	1
mux2i_1	1
xnor2_1	11
inv_1	7
a31o_2	1
nor4_1	3
nor4b_1	3
nor4bb_1	1
nor3_1	6
or4_1	2
nand4_4	1
nand4_1	5
nand2_1	7
ha_1	2
nand3_1	6
xor2_1	4
nor4_2	1
o21ai_2	1
clkbuf_2	1
clkbuf_1	2
and4_1	1
dfxtp_1	20
o221ai_1	1
==> critical path, stage by stage, from the launching register on <==
cell     delay, ns
dfxtp_2       0.33
buf_4         0.13
ha_4          0.14
nand3_2       0.08
or4_4         0.52
or4_4         0.42
a21oi_2       0.14
==> metal layers <==
metal,up-vias,GRT usage,part of all wire
met5,-,0,0
met4,0,0.005776,0.0081
met3,2,0.005274,0.018
met2,8,0.04730,0.44
met1,397,0.04453,0.53
li1,472,-,-
==> timing repair <==
action,in CTS,in global routing
pin swaps,3,1
buffers inserted,1,1
endpoints found under the setup margin,2,3
gates resized,10,8
endpoints found under the hold margin,0,0
==> kinds of logic (layout without fill, tap and decap cells) <==
logic type	after synthesis	after routing	share of synthesized area
simple gates	58	58	0.3270
flops	20	20	0.4056
xor+xnor	15	15	0.1331
buf+inv	11	46	0.04436
compound gates	8	8	0.05450
fa+ha+maj	2	2	0.02534
mux	1	1	0.01014
==> report_power, final <==
group	leakage, uW	switching [uW]	internal, uW
logic	0.000339	24.5	27.2
registers	0.000162	2.07	424
clock network	0.0000216	126	141
total	0.000522	153	592
Power is estimated from default activity; no workload was simulated.
