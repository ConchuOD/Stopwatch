### run.sh
#!/bin/bash
# OpenROAD 26Q1-2900-gdf79404cd8, Yosys 0.63+post, stock flow scripts
make -C /OpenROAD-flow-scripts/flow DESIGN_CONFIG=/design/flow/config.mk WORK_HOME=/design/flow/orfs finish
### config.mk
export PLATFORM = sky130hd
export DESIGN_NAME = displayInterface
export DESIGN_NICKNAME = displayInterface
export VERILOG_FILES = /design/flow/design.v
export SDC_FILE = /design/flow/constraint.sdc
export NUM_CORES = 4
export LEC_CHECK = 1
export CORE_AREA = 10 10 97 97
export DIE_AREA = 0 0 107 107
### constraint.sdc
current_design displayInterface

set clk_period 4.1
set clk_io_pct 0.2

create_clock -name clk0 -period $clk_period [get_ports {clock}]

set non_clock_inputs [all_inputs -no_clocks]
set_input_delay [expr $clk_period * $clk_io_pct] -clock clk0 $non_clock_inputs
set_output_delay [expr $clk_period * $clk_io_pct] -clock clk0 [all_outputs]
### design.v
module displayInterface (
    input [15:0] value,
    input clock, reset,
    input [3:0] point,
    output reg [7:0] segment, 
    output reg [7:0] digit
    );
reg [1:0] countOutput, nextCount;
reg [3:0] rawSeg;
wire [6:0] segSeven;
reg [10:0] enableCountNext, enableCount;
wire enableReg;
reg radixOut;
always @ (posedge clock)
begin
    enableCount <= enableCountNext;
end
always @ (*)
begin
    if(reset) enableCountNext = 11'd0;
    else enableCountNext = enableCount + 1'b1;
end
assign enableReg = (enableCount == 11'd0)? 1'b1 : 1'b0;
always @ (posedge clock)
begin
    countOutput <= nextCount;
end
always @ (*)
begin
    if(reset) nextCount = 2'd0;
    else if (enableReg) nextCount = countOutput +1'b1;
    else nextCount = countOutput;
end
always @ (countOutput)
begin
    case(countOutput)
        2'b00: digit = 8'b11111110;
        2'b01: digit = 8'b11111101;
        2'b10: digit = 8'b11111011;
        2'b11: digit = 8'b11110111;
    endcase
end
always @ (countOutput, value)
begin
    case(countOutput)
        2'b00: rawSeg = value[3:0];
        2'b01: rawSeg = value[7:4];
        2'b10: rawSeg = value[11:8];
        2'b11: rawSeg = value[15:12];
    endcase
end
hex2seg hexSeg(
    .number(rawSeg), 
    .pattern(segSeven)
    );
always @ (countOutput, point)
begin
    case(countOutput)
        2'b00: radixOut = point[0:0];
        2'b01: radixOut = point[1:1]; 
        2'b10: radixOut = point[2:2];
        2'b11: radixOut = point[3:3];
    endcase
end
always @ (*)
begin
segment = {  segSeven[6:0], radixOut };
end
endmodule
module hex2seg (
   input [3:0] number,       
   output reg [6:0] pattern );       
   always @ (number)
      case(number)
         4'h0:  pattern = 7'b0000001;   
         4'h1:  pattern = 7'b1001111;   
         4'h2:  pattern = 7'b0010010;
         4'h3:  pattern = 7'b0000110;
         4'h4:  pattern = 7'b1001100;
         4'h5:  pattern = 7'b0100100;
         4'h6:  pattern = 7'b0100000;
         4'h7:  pattern = 7'b0001111;
         4'h8:  pattern = 7'b0000000;
         4'h9:  pattern = 7'b0000100;
         4'hA:  pattern = 7'b0001000;
         4'hB:  pattern = 7'b1100000;
         4'hC:  pattern = 7'b0110001;
         4'hD:  pattern = 7'b1000010;
         4'hE:  pattern = 7'b0110000;
         4'hF:  pattern = 7'b0111000;   
      endcase   
endmodule 
==> results.toml <==
# physical design summary
[status]
status = "completed"

[global_route]
grt.overflow.total = 0
grt_pass1_wl_um = 4570
grt_max_degree = 14
grt_pass1_vias = 917
grt_usage_pct = 4.83
antenna_found_initial = 0

[timing]
setup_violations = 0
hold_viol = 0
relSlewSlack_pct = 54.9
fin_skew_ns = 0.00225
max_freq_mhz = 258
finalClockPeriodUsage_pct = 94.7
fin_tns_setup_ns = 0
slew_violations = 0
rsz0062_at_grt = "no"
worst_pin_slew_ns = 0.676
layout_min_cycle_time_ns = 3.88
setup_ws_ns = 0.218

[yosys]
syn_inst = 123
syn_area_per_cell_sq_um = 8.59
async_flop_share_pct = 0
ys_top_cells_by_count = "nor2_1 (14), dfxtp_1 (13), inv_1 (13)"
synth_seq_share_pct = 24.6
yosys.area.top_type = "dfxtp_1"
synthTopCellsByArea = "dfxtp_1 (25%), ha_1 (14%), mux2i_1 (7.6%), xor2_1 (5.8%), nor2_1 (5.0%)"
synth-seq-cells = 13
edf_count = 0
flop_cell = "dfxtp_1"
synthDistinctLibCells = 32
yosys_warnings = 2
top_cell_area_share_pct = 24.6
yosys-stat-area_sq_mm = 0.00106
ys_cells = 123
yosysMostFrequentCell = "nor2_1"
syn_area_sq_mm = 0.00106

[floorplanning]
die_x_um = 107
rows = 31
die_area_sq_mm = 0.0114
fp-utilization_pct = 14.5
ios = 38
die.size.y_um = 107
fp.coreArea_sq_mm = 0.00729

[critical_path]
cp_max_fo = 5
crit_type = "in2out"
cp-end-kind = "primary output"
worst_ep_required_time_ns = 3.28
start_kind = "primary input"
cp.arrival_ns = 3.06
cp-startpoint = "value[13]"
reg2reg_from = "enableCount[0]"

[placement]
placed_area_sq_mm = 0.00147
place.port_buffers = 33
dp_hpwl_um = 2230
routabilityCongestion = 0.789
place_ws_ns = 0.166

[cells_and_area]
design_area_sq_mm = 0.00152
drive_gt1_share_pct = 7.01
ff_latch_area_sq_um = 260
syn_to_final_growth_pct = 43.7
fin_util_pct = 20.8
logic_area_sq_um = 691
n_fill_cell = 829

[power_and_ir_drop]
cellPowerDensity_mw_per_mm2 = 424
p_leak_nw = 0.610
irDropWorstVdd_v = 0.000284

[routing]
routed_wl_um = 2770
drt_iter0_drc = 34
wl_per_cell_um = 10.8
vias = 913
viasPerCell = 3.57
antennaDiodeCount = 0
first_pass_iters = 4
drc = 0
ant_nets = 0

[clocking]
path_clk_slew_ns = 0.05
cts_root_buf = "clkbuf_8"
clock_path_buffers = 2
holdBufCountCts = 0
htreeDepth = 1
cts_inserted_buffers = 3
insertion_delay_ns = 0.24
clock_sinks = 13
cts_tree = "built"
post_cts_resized = 0
post-cts-setup-buffer-count = 0

[min_path]
hp-class = "reg2reg"
hp-start = "enableCount[0]"

[run]
warnings = 33
max_cap_violations = 0
-- area by class of cell --
cell class	instances	share of cell area, %
Clock buffer	4	2.97
Tap cell	99	8.16
Timing Repair Buffer	35	22.8
Sequential cell	13	17.1
Multi-Input combinational cell	91	45.5
Inverter	14	3.46
-- sequential cells by signal, indices dropped and copies added, names as in the netlist --
register,flops
enableCount,11
countOutput,2
-- power by group --
part | internal, mW | switching [mW]
logic | 0.227 | 0.167
clock network | 0.0685 | 0.0431
registers | 0.133 | 0.00605
-- kinds of logic (layout without fill, tap and decap cells) --
kind of cell / count (synthesis) / after routing / share of synthesized area [%]
AND/OR/NAND/NOR: 38 / 38 / 19.0
buffers and inverters: 22 / 53 / 11.0
AND-OR/OR-AND: 17 / 17 / 12.7
flip-flops: 13 / 13 / 24.6
adder cells (fa/ha/maj): 12 / 12 / 14.2
XOR/XNOR: 11 / 11 / 9.12
multiplexers: 9 / 9 / 9.00
other: 1 / 4 / 0.355
-- metal layers --
metal / wire [um] / vias to the layer above / track usage (%) / part of all wire [%]
met5: 0 / - / 0 / 0
met4: 6 / 0 / 0.0967 / 0.22
met3: 131 / 2 / 1.33 / 4.7
met2: 1310 / 18 / 8.52 / 47
met1: 1330 / 411 / 6.06 / 48
li1: - / 482 / - / -
-- through the flow --
stage	power [mW]	hold WS (ns)	std cells
CTS	0.667	0.475	256
floorplan	0.373	0.426	126
finish	0.644	0.466	256
detailed placement	0.548	0.452	252
global placement	0.548	0.442	252
global route	0.708	0.511	256
-- worst max-delay path, stage by stage --
cell and delay (ns):
clkdlybuf4s50_1 0.39, a222oi_1 0.40, buf_4 0.18, a21oi_1 0.12, inv_1 0.11, ha_1 0.25
mux2i_1 0.10, mux2i_1 0.16, clkdlybuf4s50_1 0.53
-- layout by cell type (no fill, tap or decap), types with 4 or more instances in the layout --
cell type,count
a21oi_1,5
a222oi_1,4
clkdlybuf4s50_1,33
conb_1,4
dfxtp_1,13
ha_1,12
inv_1,13
mux2i_1,8
nand2_1,4
nand3_1,4
nor2_1,14
nor2b_1,4
xnor2_1,4
xor2_1,7
-- worst paths after layout --
check,endpoint,cells past startpoint,slack [ns]
worst min register to register,enableCount[0],1,0.47
worst max-delay path,segment[4],9,0.22
worst max register to register,countOutput[1],6,2.78
worst min-delay path,enableCount[0],1,0.47
No activity file was given, so power comes from the tool's default toggle rates.
